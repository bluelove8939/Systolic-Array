===== ./config.mk =====
export PLATFORM = sky130hd
export DESIGN_NAME = SystolicArrayWS
export DESIGN_NICKNAME = SystolicArrayWS
export VERILOG_FILES = /design/flow/design.v
export SDC_FILE = /design/flow/constraint.sdc
export NUM_CORES = 4
export LEC_CHECK = 1
export CORE_UTILIZATION = 30

===== ./constraint.sdc =====
current_design SystolicArrayWS

set clk_period 10.5
set clk_io_pct 0.2

create_clock -name clk0 -period $clk_period [get_ports {clk}]

set non_clock_inputs [all_inputs -no_clocks]
set_input_delay [expr $clk_period * $clk_io_pct] -clock clk0 $non_clock_inputs
set_output_delay [expr $clk_period * $clk_io_pct] -clock clk0 [all_outputs]

===== ./design.v =====
module ProcessingElementWS #(
    parameter WORDWIDTH = 8   
) (
    input clk,       
    input reset_n,   
    input mode,      
    input                    enable_in,
    input  [WORDWIDTH-1:0]   w_in,
    input  [WORDWIDTH-1:0]   a_in,
    input  [WORDWIDTH*4-1:0] ps_in,
    output                   enable_out,
    output [WORDWIDTH-1:0]   w_out,
    output [WORDWIDTH-1:0]   a_out,
    output [WORDWIDTH*4-1:0] ps_out
);
localparam MODE_WL = 1'b0;
localparam MODE_PS = 1'b1;
reg enable_out_reg;
reg [WORDWIDTH*2-1:0] weight;
reg [WORDWIDTH-1:0]   activation;
reg [WORDWIDTH*4-1:0] partial_sum;
assign enable_out = enable_out_reg;
assign w_out = weight[WORDWIDTH*2-1:WORDWIDTH];
assign a_out = activation;
assign ps_out = partial_sum;
always @(posedge clk or negedge reset_n) begin : PSUM_CALC
    if (reset_n == 1'b0) begin
        weight <= 0;
        activation <= 0;
        partial_sum <= 0;
        enable_out_reg <= 0;
    end 
    else begin
        if (mode == MODE_WL) begin
            weight[WORDWIDTH*2-1:0] <= {weight[WORDWIDTH-1:0], w_in};
        end
        else if (mode == MODE_PS && enable_in == 1'b1) begin
            activation <= a_in;
            partial_sum <= ps_in + (weight[WORDWIDTH-1:0] * a_in);
            enable_out_reg <= 1'b1;
        end
    end
end
endmodule
module SystolicArrayWS #(
    parameter ARRWIDTH  = 8,
    parameter ARRHEIGHT = 8,
    parameter WORDWIDTH = 8
) (
    input clk,       
    input reset_n,   
    input mode,      
    input [WORDWIDTH * ARRWIDTH - 1:0] w_in_vec,     
    input [WORDWIDTH * ARRHEIGHT - 1:0] a_in_vec,    
    output [WORDWIDTH*4*ARRWIDTH - 1:0] ps_out_vec   
);
localparam MODE_WL = 1'b0;
localparam MODE_PS = 1'b1;
wire [WORDWIDTH-1:0] w_in [0:ARRWIDTH-1];
wire [WORDWIDTH-1:0] a_in [0:ARRHEIGHT-1];
wire [WORDWIDTH*4-1:0] ps_out [0:ARRWIDTH-1];
genvar w_in_idx;
genvar a_in_idx;
genvar ps_out_idx;
generate
    for (w_in_idx = 0; w_in_idx < ARRWIDTH; w_in_idx = w_in_idx+1) begin
        assign w_in[w_in_idx] = w_in_vec[(w_in_idx+1)*WORDWIDTH - 1 : w_in_idx * WORDWIDTH];
    end
    for (a_in_idx = 0; a_in_idx < ARRHEIGHT; a_in_idx = a_in_idx+1) begin
        assign a_in[a_in_idx] = a_in_vec[(a_in_idx+1)*WORDWIDTH - 1 : a_in_idx * WORDWIDTH];
    end
    for (ps_out_idx = 0; ps_out_idx < ARRWIDTH; ps_out_idx = ps_out_idx+1) begin
        assign ps_out_vec[(ps_out_idx+1)*WORDWIDTH*4 - 1 : ps_out_idx*WORDWIDTH*4] = ps_out[ps_out_idx];
    end
endgenerate
wire                 act_fifo_enable;                    
wire [WORDWIDTH-1:0] act_fifo_in      [0:ARRHEIGHT-1];   
wire [WORDWIDTH-1:0] act_fifo_out     [0:ARRHEIGHT-1];   
genvar act_fifo_idx;
generate
    for (act_fifo_idx = 0; act_fifo_idx < ARRHEIGHT; act_fifo_idx = act_fifo_idx+1) begin
        assign act_fifo_out[act_fifo_idx] = act_fifo_in[act_fifo_idx];
        assign act_fifo_in[act_fifo_idx]  = a_in[act_fifo_idx];
    end
endgenerate
wire                   ps_fifo_enable;                    
wire [WORDWIDTH*4-1:0] ps_fifo_in      [0:ARRWIDTH-1];   
wire [WORDWIDTH*4-1:0] ps_fifo_out     [0:ARRWIDTH-1];   
genvar ps_fifo_idx;
generate
    for (ps_fifo_idx = 0; ps_fifo_idx < ARRWIDTH; ps_fifo_idx = ps_fifo_idx+1) begin
        assign ps_fifo_out[ps_fifo_idx] = ps_fifo_in[ps_fifo_idx];
        assign ps_out[ps_fifo_idx] = ps_fifo_out[ps_fifo_idx];
    end
endgenerate
wire pe_mode;      
wire arr_enable;   
wire                   pe_enable_in  [0:ARRHEIGHT*ARRWIDTH-1];   
wire [WORDWIDTH-1:0]   pe_weight_in  [0:ARRHEIGHT*ARRWIDTH-1];   
wire [WORDWIDTH-1:0]   pe_act_in     [0:ARRHEIGHT*ARRWIDTH-1];   
wire [WORDWIDTH*4-1:0] pe_ps_in      [0:ARRHEIGHT*ARRWIDTH-1];   
wire                   pe_enable_out [0:ARRHEIGHT*ARRWIDTH-1];   
wire [WORDWIDTH-1:0]   pe_act_out    [0:ARRHEIGHT*ARRWIDTH-1];   
wire [WORDWIDTH-1:0]   pe_weight_out [0:ARRHEIGHT*ARRWIDTH-1];   
wire [WORDWIDTH*4-1:0] pe_ps_out     [0:ARRHEIGHT*ARRWIDTH-1];   
reg  [WORDWIDTH*4-1:0] global_ps_in;   
genvar pe_idx;
genvar cidx;
genvar ridx;
generate
    for (pe_idx = 0; pe_idx < ARRWIDTH * ARRHEIGHT; pe_idx = pe_idx+1) begin
        ProcessingElementWS #(
            .WORDWIDTH(WORDWIDTH)
        ) pe_arr (
            .clk(clk),
            .reset_n(reset_n),
            .mode(pe_mode),
            .enable_in(pe_enable_in[pe_idx]),
            .w_in(pe_weight_in[pe_idx]),
            .a_in(pe_act_in[pe_idx]),
            .ps_in(pe_ps_in[pe_idx]),
            .enable_out(pe_enable_out[pe_idx]),
            .w_out(pe_weight_out[pe_idx]),
            .a_out(pe_act_out[pe_idx]),
            .ps_out(pe_ps_out[pe_idx])
        );
    end
    assign pe_act_in[0]    = act_fifo_out[0];   
    assign pe_enable_in[0] = arr_enable;        
    for (ridx = 1; ridx < ARRHEIGHT; ridx = ridx+1) begin
        assign pe_act_in[ridx * ARRWIDTH]   = act_fifo_out[ridx];                    
        assign pe_enable_in[ridx * ARRWIDTH] = pe_enable_out[(ridx-1) * ARRWIDTH];   
    end
    for (cidx = 0; cidx < ARRWIDTH; cidx = cidx+1) begin
        assign ps_fifo_in[cidx] = pe_ps_out[ARRWIDTH * (ARRHEIGHT-1) + cidx];   
        assign pe_ps_in[cidx] = global_ps_in;
        assign pe_weight_in[cidx] = w_in[cidx];
    end
    for (cidx = 1; cidx < ARRWIDTH; cidx = cidx+1) begin        
        for (ridx = 0; ridx < ARRHEIGHT; ridx = ridx+1) begin   
            assign pe_act_in[ridx * ARRWIDTH + cidx]    = pe_act_out[ridx * ARRWIDTH + cidx - 1];      
            assign pe_enable_in[ridx * ARRWIDTH + cidx] = pe_enable_out[ridx * ARRWIDTH + cidx - 1];   
        end
    end
    for (cidx = 0; cidx < ARRWIDTH; cidx = cidx+1) begin        
        for (ridx = 1; ridx < ARRHEIGHT; ridx = ridx+1) begin   
            assign pe_weight_in[ridx * ARRWIDTH + cidx] = pe_weight_out[(ridx-1) * ARRWIDTH + cidx];   
            assign pe_ps_in[ridx * ARRWIDTH + cidx]     = pe_ps_out[(ridx-1) * ARRWIDTH + cidx];       
        end
    end
endgenerate
wire enable;
assign enable = mode;
assign act_fifo_enable = enable;
assign ps_fifo_enable = enable;
assign arr_enable = enable;
assign pe_mode = mode;
always @(posedge clk or negedge reset_n) begin : SA_MAIN
    if (reset_n == 1'b0) begin
        global_ps_in <= 0;
    end
end
endmodule
module ShiftRegister #(
    parameter SIZ = 8,
    parameter WORDWIDTH = 8
) (
    input                  clk,       
    input                  reset_n,   
    input                  enable,    
    input  [WORDWIDTH-1:0] in,        
    output [WORDWIDTH-1:0] out        
);
reg [WORDWIDTH*(SIZ+1)-1:0] container;
assign out = container[WORDWIDTH*(SIZ+1)-1:WORDWIDTH*SIZ];   
always @(posedge clk or negedge reset_n) begin
    if (reset_n == 1'b0) begin
        container <= 0;
    end 
    else begin
        if (enable == 1'b1) begin
            container[WORDWIDTH*(SIZ+1)-1:0] <= {container[WORDWIDTH*SIZ-1:0], in};
        end
    end
end
endmodule

===== ./run.sh =====
#!/bin/bash
# OpenROAD 26Q1-2900-gdf79404cd8, Yosys 0.63+post, stock flow scripts
make -C /OpenROAD-flow-scripts/flow DESIGN_CONFIG=/design/flow/config.mk WORK_HOME=/design/flow/orfs finish

==> results.txt <==
Update from the flow run.

The OpenROAD report gives the critical path a required time of roughly 11000 ps. The number of flip-flops and latches in the synthesized netlist is 2670. The number of non-filler instances in the completed layout is a little over 40000. Per the OpenROAD floorplan log, the area of the die is between 800000 and 900000 um2. For this run, the detailed router reports a per-instance via density of approximately 4.7.

The async set or reset register ratio after synthesis is 1.000. The number of iterations in the first detailed-routing pass is 6. Setup repair after global routing left no endpoint under its margin.

The overflow left after global routing is 0. Hold repair after CTS inserted 0 buffers. Signal nets in the final route climb as high as met5. The largest net degree at the start of global routing is between 100 and 150. Counting along the longest clock path gives a buffer depth of 4. The number of setup buffers added after CTS is 0. The largest fanout of any net on the critical path is 9. In this build the clock could be raised as far as 131.9 MHz. After detailed routing, the total wire length is approximately 670 mm.

Between clock sinks in the finished design, the worst skew comes to between 70 and 80 ps. The number of global-route vias before repair came to between 150k and 200k. The flow ran to the end, and the final reports show no timing, DRC or antenna violations. The die is roughly 950 um wide. Per the final layout report, the fraction of cells sized above drive strength 1 comes to 0.04535.

STA on the placed design reports a worst setup slack of 1977 ps. The clock-pin slew of the registers on the worst-case setup and hold paths is approximately 60 ps. Clock tree synthesis inserted a total of roughly 330 buffers. The post-route utilization of the core is recorded as 0.3320. The final timing report counts setup violations totalling 0.

The synthesis-to-finish area growth is 10.35%. The final estimated routing congestion in global placement is around 0.9. The final timing report lists a max-slew violation count of 0. The quantity of I/O buffers inserted on ports is 314. In the final routed layout, each cell accounts on average for ~16 um. The number of DRC markers after the initial detailed-route iteration is 8721. Once detail routing completed, the nets flagged for antenna violations numbered 0. Post-CTS repair changed the size of 0 cells.

Looking at the clock tree report, the root buffer type is sky130_fd_sc_hd__clkbuf_16. The routed length on met3 is between 40 and 50 mm. The element type at the critical path start is an input pin. The path class of the tightest hold or removal check is reg2reg.

For reference, the post-synthesis area per instance comes to about 9.5 um2. The number of cells in the design after placement is between 30000 and 40000. The setup total negative slack is 0 ps. In this run the vertical extent of the chip is around 950 um. The number of cells in the yosys synthesis report is 28320. The most used flip-flop cell after synthesis is sky130_fd_sc_hd__dfrtp_1.

The worst setup path is captured at a register. The total count of hold-check failures in the final report is 0. The HPWL after detailed placement is ~540 mm. The register with the most flip-flops in the final layout is genblk6.pe_arr.partial_sum. In the post-route analysis, the smallest setup slack over all paths is ~3000 ps. The register with the most flip-flops in the layout has between 1000 and 1500 of them. Final hold analysis gives a worst-case slack of between 400 and 500 ps. Total global-route track usage over all layers is 0.1556. The arrival time reported for the critical path endpoint is between 8000 and 9000 ps. The cell area after synthesis is 268600 um2. Yosys printed 2 warnings.

Per the synthesis report, the number of distinct cell types is ~96. Looking at the setup timing report, the critical path kind is in2reg. Across all checked pins, the minimum headroom to the slew limit is 0.3663. In this run, synthesis inferred 0 flip-flops with an integrated enable. The post-route minimum period is around 7600 ps. Of the synthesized area, sequential elements account for 0.2488.

The routed wire length on met2 is slightly below 300 mm. The chip area in the Yosys report is around 270000 um2.

In the per-layer breakdown of the detailed-route log, met1 shows 313.8 mm. The finished cells cover 296400 um2. The I/O pin count is 387. The total area inside the core boundary comes to just under 900000 um2. The effective utilization at floorplan is 0.3009. The number of antenna violations at the first check in global routing was between 40 and 50.

The worst-margin pin slew is about 950 ps. The total tool warning count is roughly 120. The global-route wire length before repair is between 1000 and 1500 mm.

The number of sinks on the clock net is around 2700. The number of cell rows is 347. The largest registers in the layout are genblk6.pe_arr.partial_sum (1248), genblk6.pe_arr.weight (960), genblk6.pe_arr.activation (448).

The number of H-tree levels is 5. Detailed routing inserted a total of between 150k and 200k vias. The clock insertion delay at the later pin of the skew report is around 960 ps.

The CTS tree is done. The number of maximum-capacitance constraint violations is 0. The routed layout reports a DRC error count of 0. In the finished design, the share of the clock period the worst path needs comes to 0.7222.

The number of instances in the synthesized netlist is between 20000 and 30000. The area of placed instances is approximately 290000 um2.
[synthesized netlist by cell type (117+ instances only)]
| cell | instances | area, um2 |
|---|---|---|
| sky130_fd_sc_hd__a211oi_1 | 155 | 1164 |
| sky130_fd_sc_hd__a21o_1 | 524 | 3934 |
| sky130_fd_sc_hd__a21oi_1 | 1104 | 5525 |
| sky130_fd_sc_hd__and2_1 | 3244 | 20290 |
| sky130_fd_sc_hd__clkbuf_1 | 628 | 2357 |
| sky130_fd_sc_hd__dfrtp_1 | 2670 | 66810 |
| sky130_fd_sc_hd__fa_1 | 2360 | 47250 |
| sky130_fd_sc_hd__ha_1 | 3248 | 40640 |
| sky130_fd_sc_hd__inv_1 | 3632 | 13630 |
| sky130_fd_sc_hd__mux2_1 | 733 | 8254 |
| sky130_fd_sc_hd__mux2_2 | 520 | 5856 |
| sky130_fd_sc_hd__nand2_1 | 3379 | 12680 |
| sky130_fd_sc_hd__nand2b_1 | 117 | 732.0 |
| sky130_fd_sc_hd__nand3_1 | 192 | 960.9 |
| sky130_fd_sc_hd__nor2_1 | 551 | 2068 |
| sky130_fd_sc_hd__nor2b_1 | 139 | 869.6 |
| sky130_fd_sc_hd__nor3_1 | 260 | 1301 |
| sky130_fd_sc_hd__o21a_1 | 159 | 1194 |
| sky130_fd_sc_hd__o21ai_0 | 891 | 4459 |
| sky130_fd_sc_hd__o21ai_1 | 737 | 3689 |
| sky130_fd_sc_hd__o21bai_1 | 236 | 1772 |
| sky130_fd_sc_hd__xnor2_1 | 893 | 7821 |
| sky130_fd_sc_hd__xor2_1 | 715 | 6262 |
[metal layers]
layer,up-vias,GRT usage
met3,716,0.04149
li1,93050,-
met2,3308,0.2376
met5,-,0.001851
met1,92930,0.2305
met4,48,0.02765
[critical path, stage by stage]
cell and delay [ps]:
sky130_fd_sc_hd__clkdlybuf4s50_1 570, sky130_fd_sc_hd__and2_1 260, sky130_fd_sc_hd__fa_1 530, sky130_fd_sc_hd__inv_1 60, sky130_fd_sc_hd__fa_1 530, sky130_fd_sc_hd__inv_1 50, sky130_fd_sc_hd__fa_1 480, sky130_fd_sc_hd__inv_1 50
sky130_fd_sc_hd__fa_1 470, sky130_fd_sc_hd__inv_1 40, sky130_fd_sc_hd__ha_1 320, sky130_fd_sc_hd__or3_1 360, sky130_fd_sc_hd__a41oi_1 300, sky130_fd_sc_hd__xnor2_1 160, sky130_fd_sc_hd__ha_1 310, sky130_fd_sc_hd__a21oi_1 190
sky130_fd_sc_hd__o21ai_1 110, sky130_fd_sc_hd__a2111oi_1 510, sky130_fd_sc_hd__nor3b_1 140, sky130_fd_sc_hd__o21a_1 210, sky130_fd_sc_hd__o41ai_1 330, sky130_fd_sc_hd__xor2_1 200, sky130_fd_sc_hd__o21ai_1 70
[worst paths after layout]
check / start / to / slack (ps) / cells after the start
min in group asynchronous: reset_n / genblk6[51].pe_arr.weight[0]$_DFFE_PN0N_ / 1110 / 1
worst min register to register: genblk6[47].pe_arr.weight[8]$_DFFE_PN0N_ / genblk6[55].pe_arr.weight[0]$_DFFE_PN0N_ / 440 / 1
worst max register to register: genblk6[61].pe_arr.activation[3]$_DFFE_PN0P_ / genblk6[62].pe_arr.partial_sum[20]$_DFFE_PN0P_ / 3990 / 23
max in group asynchronous: reset_n / genblk6[47].pe_arr.partial_sum[14]$_DFFE_PN0P_ / 6690 / 5
worst min-delay path: genblk6[47].pe_arr.weight[8]$_DFFE_PN0N_ / genblk6[55].pe_arr.weight[0]$_DFFE_PN0N_ / 440 / 1
worst max-delay path: a_in_vec[10] / genblk6[8].pe_arr.partial_sum[15]$_DFFE_PN0P_ / 2920 / 23
[kinds of logic (layout without fill, tap and decap cells)]
| logic type | count (synthesis) | in the layout | synth area share |
|---|---|---|---|
| xor+xnor | 1608 | 1608 | 0.05244 |
| flops | 2670 | 2670 | 0.2488 |
| other cells | 1 | 101 | 0.00001396 |
| buf+inv | 4438 | 4716 | 0.06334 |
| mux | 1257 | 1257 | 0.05269 |
| simple gates | 8280 | 8280 | 0.1545 |
| fa+ha+maj | 5608 | 5608 | 0.3272 |
| compound gates | 4458 | 4458 | 0.1010 |
[final cells by class]
type	count	area, um2
diodes	29	72.57
clock buffers	441	9204
clock inverters	143	1921
fillers	89170	596300
inverters	3635	13640
multi-input cells	21280	185100
flip-flops and latches	2670	66810
well taps	11870	14850
repair buffers	497	4752
[layout by cell type, fill, tap and decap left out, drive strengths merged, types with 82 or more instances in the layout]
cell	count
mux2	1253
and2	3244
and3	109
a21oi	1105
nor3	260
nand2	3379
buf	185
o21a	159
inv	3656
nand2b	117
xnor2	893
nand4	82
fa	2360
a211oi	156
xor2	715
o21bai	236
o31ai	93
clkbuf	441
o21ai	1628
nor2	551
clkdlybuf4s50	312
a31oi	102
nand3	192
ha	3248
dfrtp	2670
a21o	524
nor2b	139
