[flow/config.mk]
export PLATFORM = sky130hd
export DESIGN_NAME = AdderWrapper
export DESIGN_NICKNAME = AdderWrapper
export VERILOG_FILES = /design/flow/design.v
export SDC_FILE = /design/flow/constraint.sdc
export NUM_CORES = 4
export LEC_CHECK = 1
export CORE_AREA = 10 10 114 114
export DIE_AREA = 0 0 124 124
[flow/constraint.sdc]
current_design AdderWrapper

set clk_period 15.2
set clk_io_pct 0.2

create_clock -name clk0 -period $clk_period

set non_clock_inputs [all_inputs -no_clocks]
set_input_delay [expr $clk_period * $clk_io_pct] -clock clk0 $non_clock_inputs
set_output_delay [expr $clk_period * $clk_io_pct] -clock clk0 [all_outputs]
[flow/design.v]
module FIFO #(
    parameter WORD_WIDTH = 8,
    parameter FIFO_CAP   = 16,
    parameter PTR_WIDTH  = 4
) (
    input clk,
    input reset_n,
    input w_enable,
    input r_enable,
    input [WORD_WIDTH-1:0] d_in,
    output full,
    output empty,
    output [WORD_WIDTH-1:0] d_out
);
wire full_flag, empty_flag;
wire [WORD_WIDTH-1:0] d_out_reg;
assign full = full_flag;
assign empty = empty_flag;
assign d_out = d_out_reg;
reg [WORD_WIDTH-1:0] container [0:FIFO_CAP-1];   
reg [PTR_WIDTH-1:0] w_ptr,   
                    r_ptr,   
                    w_ptr_nxt,   
                    r_ptr_nxt;   
reg w_ptr_phase,   
    r_ptr_phase,   
    w_ptr_nxt_phase,   
    r_ptr_nxt_phase;   
always @(w_ptr) begin
    if (w_ptr == (FIFO_CAP-1)) begin
        w_ptr_nxt = 0;
        w_ptr_nxt_phase = ~w_ptr_phase;
    end else begin
        w_ptr_nxt = w_ptr + 1;
        w_ptr_nxt_phase = w_ptr_phase;
    end
end
always @(r_ptr) begin
    if (r_ptr == (FIFO_CAP-1)) begin
        r_ptr_nxt = 0;
        r_ptr_nxt_phase = ~r_ptr_phase;
    end else begin
        r_ptr_nxt = r_ptr + 1;
        r_ptr_nxt_phase = r_ptr_phase;
    end
end
integer idx;
always @(posedge clk or negedge reset_n) begin
    if (!reset_n) begin
        for (idx = 0; idx < FIFO_CAP; idx = idx+1) begin
            container[idx] <= 0;
        end
        w_ptr <= 0;
        w_ptr_phase <= 0;
        r_ptr <= 0;
        r_ptr_phase <= 0;
    end
    else begin
        if (!full_flag && w_enable) begin
            container[w_ptr] <= d_in;
            w_ptr <= w_ptr_nxt + 1;
            w_ptr_phase <= w_ptr_nxt_phase;
        end 
        else if (!empty_flag && r_enable) begin
            r_ptr <= r_ptr_nxt + 1;
            r_ptr_phase <= r_ptr_nxt_phase;
        end
    end
end
assign full_flag = (w_ptr_phase != r_ptr_phase) && (w_ptr == r_ptr);
assign empty_flag = (w_ptr_phase == r_ptr_phase) && (w_ptr == r_ptr);
assign d_out_reg = container[r_ptr];
endmodule
module AdderWrapper #(
    parameter WORD_WIDTH = 32
) (
    input clk,
    input reset_n,
    input [WORD_WIDTH-1:0] a,
    input [WORD_WIDTH-1:0] b,
    output cout,
    output [WORD_WIDTH-1:0] y
);
Adder #(.WORD_WIDTH(WORD_WIDTH)) adder_unit (
    .a(a), .b(b), .cout(cout), .y(y)
);
endmodule
module Adder #(
    parameter WORD_WIDTH = 32
) (
    input [WORD_WIDTH-1:0] a,
    input [WORD_WIDTH-1:0] b,
    output cout,
    output [WORD_WIDTH-1:0] y
);
wire [WORD_WIDTH:0] carry;
assign carry[0] = 1'b0;
assign cout = carry[WORD_WIDTH];
genvar witer;
generate
    for (witer = 0; witer < WORD_WIDTH; witer = witer+1) begin: FADDERS
        FullAdder fadd(.a(a[witer]), .b(b[witer]), .Cin(carry[witer]), .s(y[witer]), .Cout(carry[witer+1]));
    end
endgenerate
endmodule
module FullAdder (
    input a,
    input b,
    input Cin,
    output s,
    output Cout
);
assign s = a ^ b ^ Cin;
assign Cout = (a & b) | (a & Cin) | (b & Cin);
endmodule
module AccumulatorUnit #(
    parameter WORD_WIDTH = 32,    
    parameter FIFO_CAP   = 2,   
    parameter PTR_WIDTH  = 1     
) (
    input clk,
    input reset_n,
    input w_enable,   
    input r_enable,   
    input a_enable,   
    input [WORD_WIDTH-1:0] d_in,   
    output full,    
    output empty,   
    output [WORD_WIDTH-1:0] d_out   
);
reg [WORD_WIDTH-1:0] psum;
wire overflow;   
wire [WORD_WIDTH-1:0] psum_out;
Adder #(.WORD_WIDTH(WORD_WIDTH)) adder_unit (
    .a(psum), .b(d_in), .cout(overflow), .y(psum_out)
);
always @(posedge clk or negedge reset_n) begin
    if (!reset_n) begin
        psum <= 0;
    end else begin
        psum <= a_enable ? psum_out : d_in;
    end
end
FIFO #(
    .WORD_WIDTH(WORD_WIDTH), .FIFO_CAP(FIFO_CAP), .PTR_WIDTH(PTR_WIDTH)
) fifo_unit (
    .clk(clk), .reset_n(reset_n),
    .w_enable(w_enable), .r_enable(r_enable),
    .d_in(psum),
    .full(full), .empty(empty),
    .d_out(d_out)
);
endmodule
[flow/run.sh]
#!/bin/bash
# OpenROAD 26Q1-2900-gdf79404cd8, Yosys 0.63+post, stock flow scripts
make -C /OpenROAD-flow-scripts/flow DESIGN_CONFIG=/design/flow/config.mk WORK_HOME=/design/flow/orfs finish
==> flow_metrics.env <==
# physical design summary
export IMPL_seqCellArea_um2=0
export IMPL_worstMarginPinSlew_ns=0.133
export IMPL_detailedPlace_worstSlack_ns=-3.06
export IMPL_detailroute_wirelength_met3_um=954
export IMPL_stdcell_area_mm2=0.00184
export IMPL_final_hold_violation_count=0
export IMPL_mappedNetlistArea_um2=892
export IMPL_worst_endpoint_arrival_ns=14.41
export IMPL_drv_slew=0
export IMPL_numSequentialCells=0
export IMPL_finalSetupViolations=8
export IMPL_critPathLaunchType="input pin"
export IMPL_critPathSlowestCell="sky130_fd_sc_hd__fa_2"
export IMPL_holdCritStartpoint="b[0]"
export IMPL_min_period_ns=17.45
export IMPL_route_layer_met1_wl_um=1260
export IMPL_wl_met2_um=1160
export IMPL_drc=0
export IMPL_drive_above_1_share_pct=33.6
export IMPL_vias_in_the_first_global_route=873
export IMPL_floorplan_io_pins=99
export IMPL_crit_path_max_fanout=1
export IMPL_grt_first_pass_wirelength_um=4980
export IMPL_globalRoute_totalOverflow=0
export IMPL_antenna_found_initial=0
export IMPL_final_min_period_over_clock_period_pct=115
export IMPL_detailedPlacementHpwl_um=3380
export IMPL_chipHeight_um=124
export IMPL_firstDrtPassIters=2
export IMPL_die_area_mm2=0.0154
export IMPL_highest_layer="met3"
export IMPL_seq_area_frac_synth_pct=0
export IMPL_ctsHoldBuffers=0
export IMPL_top_cell_area_share_pct=69.6
export IMPL_totalWireLength_um=3380
export IMPL_critical_path_most_common_cell="sky130_fd_sc_hd__fa_2"
export IMPL_design_core_area_mm2=0.0104
export IMPL_gp_routability_congestion=0.866
export IMPL_cp_required_ns=12.16
export IMPL_detail_route_antenna_nets=0
export IMPL_initCoreUtil_pct=8.56
export IMPL_rsz0062_at_grt="yes"
export IMPL_detail_route_wl_per_cell_um=12.5
export IMPL_dr_first_iter_drc_count=5
export IMPL_min_path_type="in -> out"
export IMPL_synth_lib_cells_used_distinct=4
export IMPL_cellLeakagePower_uw=0.000631
export IMPL_worstSetupPathType="in -> out"
export IMPL_die_width_um=124
export IMPL_layout_filler_cells=1149
export IMPL_area_growth_synth_to_final_pct=107
export IMPL_synthesis_yosys_warnings=0
export IMPL_via_per_inst=2.70
export IMPL_port_buffer_count=97
export IMPL_top_cells_by_area="sky130_fd_sc_hd__fa_1, sky130_fd_sc_hd__buf_4, sky130_fd_sc_hd__inv_1"
export IMPL_irDropWorstVdd_mv=0.0133
export IMPL_std_cell_rows=37
export IMPL_run_status="finished, violations left"
export IMPL_post_route_util_pct=17.7
export IMPL_route_antenna_diode_count=0
export IMPL_largest_area_cell="sky130_fd_sc_hd__fa_1"
export IMPL_setup_worst_path_end_class="output pin"
export IMPL_critPathLaunch="a[0]"
export IMPL_mapped_cells=69
export IMPL_number_of_violations_of_the_max_capacitance_limit=0
export IMPL_cells_yosys=69
export IMPL_global_route_usage_over_all_layers_pct=4.21
export IMPL_place_area_mm2=0.00188
export IMPL_synth_chip_area_um2=892
export IMPL_slew_headroom_pct=91.1
export IMPL_power_density_mw_per_mm2=37.5
export IMPL_grt_start_max_net_pins=2
export IMPL_total_power_uw=69.2
export IMPL_failed_checks="negative setup slack"
export IMPL_max_freq_mhz=57.3
export IMPL_final_hold_worst_slack_ns=6.73
export IMPL_timing_final_ws_setup_ns=-2.25
export IMPL_number_of_clock_buffers_in_the_layout=0
export IMPL_count_of_warning_messages_emitted_by_the_tools=37
export IMPL_cp_slowest_stage_delay_ns=0.41
export IMPL_via_count=730
export IMPL_synth_area_per_cell_um2=12.9
## stage by stage
| stage | cells | TNS [ns] |
|---|---|---|
| after floorplan | 69 | -7.06 |
| after global placement | 270 | -17.56 |
| after detailed placement | 270 | -17.75 |
| after CTS | 270 | -10.77 |
| after global routing | 270 | -12.33 |
| final | 270 | -10.46 |
## critical path, delay by kind of cell
kind,cells,cell delay (ns)
adder cells (fa/ha/maj),32,11.07
buffers and inverters,4,0.30
## cells by family after synthesis
kind of cell | after synthesis | share of synthesized area [%]
buffers and inverters | 37 | 29.0
adders and majority gates | 32 | 71.0
## cells in the mapped netlist
library cell            number
sky130_fd_sc_hd__ha_1        1
sky130_fd_sc_hd__buf_4      32
sky130_fd_sc_hd__inv_1       5
sky130_fd_sc_hd__fa_1       31
## repair_timing
action,4_1_cts,5_1_grt
gates resized,42,4
buffers inserted,0,0
pin swaps,0,0
setup endpoints to repair,10,10
## power breakdown
group | switching [µW] | total [µW] | internal, µW
Clock | 0 | 0 | 0
Sequential | 0 | 0 | 0
Combinational | 19.9 | 69.2 | 49.3
## placed cells by master, fill, tap and decap left out
cell	n
sky130_fd_sc_hd__clkdlybuf4s50_1	83
sky130_fd_sc_hd__fa_2	31
sky130_fd_sc_hd__buf_2	8
sky130_fd_sc_hd__inv_1	4
sky130_fd_sc_hd__buf_6	3
sky130_fd_sc_hd__inv_2	1
sky130_fd_sc_hd__ha_4	1
sky130_fd_sc_hd__clkdlybuf4s15_1	1
sky130_fd_sc_hd__dlymetal6s2s_1	1
sky130_fd_sc_hd__clkbuf_2	1
## metal layers
metal  vias up  track usage (%)
met5         -                0
met4         0                0
met3         0             3.63
met2       100             5.96
met1       329             5.09
li1        301                -
## final timing paths
path	to	slack (ns)	cells after the start
hold / removal	y[0]	6.73	3
setup / recovery	y[31]	-2.25	36
## final cells by class
type | count | area [µm²] | area share [%]
inverters | 5 | 18.8 | 1.02
multi-input cells | 32 | 723 | 39.2
well taps | 136 | 170 | 9.23
repair buffers | 97 | 932 | 50.5
Power figures rest on the tool's default switching activity, not on a simulated workload.
